$ cat flow/constraint.sdc
current_design reg_file

set clk_period 6.4
set clk_io_pct 0.2

create_clock -name clk0 -period $clk_period [get_ports {clk}]

set non_clock_inputs [all_inputs -no_clocks]
set_input_delay [expr $clk_period * $clk_io_pct] -clock clk0 $non_clock_inputs
set_output_delay [expr $clk_period * $clk_io_pct] -clock clk0 [all_outputs]
$ cat flow/run.sh
#!/bin/bash
# OpenROAD 26Q1-2900-gdf79404cd8, Yosys 0.63+post, stock flow scripts
make -C /OpenROAD-flow-scripts/flow DESIGN_CONFIG=/design/flow/config.mk WORK_HOME=/design/flow/orfs finish
$ cat flow/design.v
module reg_file (
    input wire clk, w,
    input wire [4:0] rs1, rs2, rd,
    input wire [31:0] wdata,
    output wire [31:0] rdata1, rdata2
);
    reg [31:0] regs[0:31];
    initial regs[0] = 0;
    assign rdata1 = regs[rs1];
    assign rdata2 = regs[rs2];
    always @(posedge clk ) begin
        if(w) 
            regs[rd] <= wdata;
    end
endmodule
$ cat flow/config.mk
export PLATFORM = sky130hd
export DESIGN_NAME = reg_file
export DESIGN_NICKNAME = reg_file
export VERILOG_FILES = /design/flow/design.v
export SDC_FILE = /design/flow/constraint.sdc
export NUM_CORES = 4
export LEC_CHECK = 1
export CORE_UTILIZATION = 30
==> results.py <==
# Flow results
metrics = {
    "outcome": {
        "status": "completed",
    },
    "timing": {
        "timing.final.crit_share": 0.867,
        "rsz0062_at_grt": "false",
        "period_needed_ns": 5.55,
        "fin_setup_tns_ns": 0,
        "setup_slack_ns": 0.850,
        "tightestPinTransition_ns": 0.903,
        "slew_violations": 0,
        "relSlewSlack": 0.398,
        "max_freq_mhz": 180,
        "hold_ws_ns": 1.39,
        "finalHoldViolCount": 0,
        "finalSetupViolations": 0,
    },
    "worst_setup_path": {
        "arrival_ns": 4.27,
        "cp_slowest_cell": "nor2b_4",
        "crit_path_cell_trace": "clkdlybuf4s50_1 > nor2b_4 > buf_4 > a22o_1 > nor3_1 > a31oi_1 > nand3_1 > clkdlybuf4s50_1",
        "critPathLaunchType": "input port",
        "crit_path_end_kind": "output port",
        "critPathRequiredTime_ns": 5.12,
        "critPathMaxStageDelay_ns": 0.71,
        "crit_type": "input port to output port",
        "cp_num_buf_inv": 3,
        "crit_family": "buffers and inverters",
        "worst-path-max-fanout": 23,
        "crit_top_cell": "clkdlybuf4s50_1",
    },
    "logic_synthesis": {
        "synthArstFlopShare": 0,
        "ys_cells": 3386,
        "yosysUniqueCellTypes": 23,
        "adder_share": 0,
        "synthesis.area_um2": 48800,
        "area_leaders": "edfxtp_1 (63%), mux2i_1 (21%), a22oi_1 (3.0%), a22o_1 (2.3%), nand3_1 (2.0%)",
        "edf_count": 1024,
        "logic_family": "multiplexers",
        "ys_ff": 1024,
        "mux_share": 0.210,
        "yosysSeqAreaShare": 0.630,
        "simple_gate_share": 0.0471,
        "ys_warn_count": 1,
        "ys_chip_area_um2": 48800,
        "ff_type": "edfxtp_1",
        "xor_area_frac": 0,
        "compound_area_frac": 0.0804,
        "netlist_instances": 3386,
        "yosysTopAreaCellShare": 0.630,
        "largest_area_cell": "edfxtp_1",
        "synth_area_per_cell_um2": 14.4,
    },
    "cells_and_area": {
        "area_growth_pct": 15.4,
        "drive_gt1_frac": 0.0992,
        "fillers": 15173,
        "lay_top_cells": "mux2i_1 (1024), edfxtp_1 (1024), nand3_1 (194)",
        "largest_reg_flops": 1024,
        "fin_area_um2": 56300,
        "final_core_util": 0.350,
        "reg_top3": "regs: 1024 flops",
        "instances_no_fill": 5749,
        "top_register": "regs",
    },
    "floorplanning": {
        "rows": 147,
        "dieArea_um2": 164000,
        "fp.dieH_um": 405,
        "core_um2": 161000,
        "boundaryPins": 113,
        "die_w_um": 405,
        "fp_util": 0.303,
    },
    "flow_run": {
        "warnings": 26,
        "maxCapViolations": 0,
    },
    "global_routing": {
        "antenna_found_initial": 11,
        "grt_pass1_wl_um": 220000,
        "grt_overflow": 0,
        "grt_pass1_vias": 32088,
        "grt_max_degree": 76,
        "grt.total_usage": 0.196,
    },
    "drt": {
        "routed_wl_um": 154000,
        "post_drt_via_cell_ratio": 5.37,
        "vias": 30856,
        "drt_iter0_markers": 2049,
        "ant_nets": 0,
        "dr.pass1.iters": 6,
        "drcViolationCount": 0,
        "avgRoutedWirePerCell_um": 26.7,
    },
    "placed_design": {
        "place_ws_ns": 0.875,
        "placedCellCount": 5557,
        "hpwl_um": 88400,
        "place_congestion": 0.877,
        "place_area_um2": 52900,
        "io_buffers": 112,
    },
    "clock_network": {
        "cts_buffers": 102,
        "ctsHtreeMaxLevel": 3,
        "clk_path_buf_depth": 3,
        "cts_resized": 0,
        "cts_tree": "built",
        "cts_num_sinks": 1024,
        "path_clk_slew_ns": 0.06,
        "ctsHoldBuffers": 0,
        "post_cts_buffers": 0,
        "cts-root-buf": "clkbuf_16",
    },
    "power_and_ir_drop": {
        "finalPower_mw": 15.0,
        "peakVddDrop_uv": 225,
        "power_density_nw_per_um2": 266,
        "p_leak_nw": 20.4,
    },
    "worst_hold_path": {
        "hold_path.class": "input port to register",
    },
}
==> cell usage after synthesis, types with 4 or more instances <==
cell type / n
a22o_1: 128
nand3b_1: 5
a22oi_1: 192
buf_6: 45
clkbuf_1: 86
clkbuf_4: 4
nor3_1: 64
nand2b_1: 4
a21oi_1: 192
edfxtp_1: 1024
nand3_1: 194
buf_4: 47
buf_2: 70
nand2_1: 195
nor2b_1: 4
nor2_1: 35
mux2i_1: 1024
a31oi_1: 64
==> logic make-up (layout without fill, tap and decap cells) <==
| logic type | count (synthesis) | count (layout) |
|---|---|---|
| AOI/OAI and AO/OA | 576 | 576 |
| buffers and inverters | 253 | 454 |
| DFF | 1024 | 1024 |
| muxes | 1024 | 1024 |
| other | 0 | 2 |
| and+or+nand+nor | 509 | 509 |
==> path summary, 6_finish.rpt <==
| kind | start | endpoint | slack [ns] | cells after the start |
|---|---|---|---|---|
| setup / recovery | rs2[2] | rdata2[6] | 0.85 | 8 |
| hold / removal | wdata[17] | regs[26][17]$_DFFE_PP_ | 1.39 | 2 |
==> layout make-up <==
class | count | area, µm² | share of cell area
diodes | 2 | 5.00 | 0.0000889
clock buffers | 123 | 2650 | 0.0471
clock inverters | 67 | 753 | 0.0134
multi-input cells | 2109 | 16800 | 0.298
flip-flops and latches | 1024 | 30700 | 0.546
well taps | 2160 | 2700 | 0.0480
repair buffers | 264 | 2690 | 0.0477
==> per-layer routing <==
layer  GRT usage  vias up  part of all wire
met5     0.00357        -            0.0011
met4      0.0602       22             0.037
met3       0.111      314              0.13
met2       0.306     1653              0.47
met1       0.232    15244              0.36
li1            -    13623                 -
==> report_power, final <==
group / internal, mW / switching [mW]
logic: 0.540 / 0.860
clock network: 3.53 / 2.59
registers: 7.46 / 0.0317
total: 11.5 / 3.48
