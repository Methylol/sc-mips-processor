==> design/flow/design.v <==
module control (
    input wire [5:0] opcode,
    output reg RegDst, ALUSrc, MemtoReg, RegWrite, MemRead, MemWrite, Branch, Jump,
    output reg [1:0] alu_op
);
    always @(*) begin
        if(~|opcode) begin
            {RegDst, ALUSrc,MemtoReg, RegWrite,  MemRead, MemWrite, Branch, Jump, alu_op} <= 10'b10010000_10;
        end
        else if(opcode===6'b100011)  
        begin
            {RegDst, ALUSrc,MemtoReg, RegWrite,  MemRead, MemWrite, Branch, Jump, alu_op} <= 10'b01111000_00;
        end
        else if(opcode===6'b101011)  
        begin
            {RegDst, ALUSrc,MemtoReg, RegWrite,  MemRead, MemWrite, Branch, Jump, alu_op} <= 10'b01000100_00;
        end
        else if(opcode===6'b000100)  
        begin
            {RegDst, ALUSrc,MemtoReg, RegWrite,  MemRead, MemWrite, Branch, Jump, alu_op} <= 10'b00000010_01;
        end
        else if(opcode===6'b001000)  
        begin
            {RegDst, ALUSrc,MemtoReg, RegWrite,  MemRead, MemWrite, Branch, Jump, alu_op} <= 10'b01010000_01;
        end
        else if (opcode===6'b000101)
        begin
            {RegDst, ALUSrc,MemtoReg, RegWrite,  MemRead, MemWrite, Branch, Jump, alu_op} <= 10'b00000010_01;
        end 
        else if (opcode===6'b000010)
        begin
            {RegDst, ALUSrc,MemtoReg, RegWrite,  MemRead, MemWrite, Branch, Jump, alu_op} <= 10'b00000001_01;
        end 
        else
        begin
            {RegDst, ALUSrc,MemtoReg, RegWrite,  MemRead, MemWrite, Branch, Jump, alu_op} <= 10'b00000000_00;   
        end   
    end
endmodule
==> design/flow/run.sh <==
#!/bin/bash
# OpenROAD 26Q1-2900-gdf79404cd8, Yosys 0.63+post, stock flow scripts
make -C /OpenROAD-flow-scripts/flow DESIGN_CONFIG=/design/flow/config.mk WORK_HOME=/design/flow/orfs finish
==> design/flow/config.mk <==
export PLATFORM = sky130hd
export DESIGN_NAME = control
export DESIGN_NICKNAME = control
export VERILOG_FILES = /design/flow/design.v
export SDC_FILE = /design/flow/constraint.sdc
export NUM_CORES = 4
export LEC_CHECK = 1
export CORE_AREA = 10 10 70 70
export DIE_AREA = 0 0 80 80
==> design/flow/constraint.sdc <==
current_design control

set clk_period 1.6
set clk_io_pct 0.2

create_clock -name clk0 -period $clk_period

set non_clock_inputs [all_inputs -no_clocks]
set_input_delay [expr $clk_period * $clk_io_pct] -clock clk0 $non_clock_inputs
set_output_delay [expr $clk_period * $clk_io_pct] -clock clk0 [all_outputs]
==> impl_metrics.tcl <==
# metrics dict for downstream scripts
set metrics [dict create \
    hold_path.class "in2out" \
    yosys_warnings 1 \
    synth_cells 18 \
    synth_area_leader_cell "or4b_1" \
    final_hold_viol_count 0 \
    vias_per_cell 2.81 \
    die_x_um 80 \
    cp-end-kind "output pin" \
    p_total_mw 0.0718 \
    flops 0 \
    io_pins 16 \
    cp.arrival_ps 1320 \
    powerDensity_mw_per_mm2 160 \
    drv_cap 0 \
    instances_no_fill 85 \
    leakage_nw 0.175 \
    regArea_um2 0 \
    ys_types 13 \
    drive_gt1_share_pct 79.5 \
    critPathMaxFanout 4 \
    grt_usage_pct 2.52 \
    overflow 0 \
    path_class "in2out" \
    required_ps 1280 \
    finalMaxSlewViolations 0 \
    antenna_found_initial 0 \
    coreArea_mm2 0.00342 \
    antenna_cells 0 \
    finalSetupTns_ps -37.7 \
    grt_max_degree 9 \
    clockBufferCount 0 \
    min-delay-start "opcode[5]" \
    grt_pass1_vias 236 \
    grt-busiest-layer "met2" \
    drc 0 \
    relSlewSlack_pct 85.4 \
    hold_slack_ps 958 \
    gr-usage-met1_pct 3.43 \
    top_cell "or4b_1" \
    worst_ir_drop_vdd_mv 0.0316 \
    dieArea_mm2 0.00640 \
    yosys-top-cells-count "or4b_1, a211oi_1, buf_4, nor3_1" \
    fin_crit_sh_pct 102 \
    syn_to_final_growth_pct 209 \
    violations "negative setup slack" \
    tool_warnings 34 \
    grt_util_met3_pct 1.14 \
    numPlacedInstances 85 \
    top_cell_area_share_pct 20.7 \
    wirelength_um 846 \
    row_count 21 \
    fp_util_pct 4.25 \
    post-place-ws_ps -906 \
    finalSetupViolCount 1 \
    ant_nets 0 \
    vias 239 \
    wl_per_cell_um 9.95 \
    min_period_ps 1640 \
    dp_hpwl_um 687 \
    setup_slack_ps -37.7 \
    start_kind "input port" \
    routabilityCongestion 0.659 \
    io_buffer_count 16 \
    fmax_ghz 0.611 \
    syn_area_per_cell_um2 8.06 \
    drt_pass1_iterations 2 \
    status "finished with violations" \
    worst_pin_slew_ps 217 \
    hold_depth 4 \
    yosys_area_um2 145 \
    synth_seq_share_pct 0 \
    fp.dieH_um 80 \
    hold_end "alu_op[0]" \
    drt_iter0_markers 12 \
    synth.area.top_cells "or4b_1, a211oi_1, a311oi_2" \
    ys_cells 18 \
    netlist_area_um2 145 \
    grt_pass1_wl_mm 1.31 \
    use_met2_pct 3.77 \
    rsz0062_at_grt "yes" \
]
## critical path, cell delays in order
cell	delay (ps)
buf_8	100
or4b_4	520
a311oi_2	240
buf_2	140
## placed cells by master (no fill, tap or decap), types with 2 or more instances in the layout
| cell type | n |
|---|---|
| buf_4 | 7 |
| buf_2 | 6 |
| dlygate4sd2_1 | 4 |
| buf_8 | 3 |
| a211oi_2 | 2 |
| or4b_4 | 2 |
| buf_6 | 2 |
## layout make-up
| class | count | area (um^2) |
|---|---|---|
| Multi-Input combinational cell | 16 | 196 |
| Tap cell | 46 | 57.6 |
| Fill cell | 403 | 2970 |
| Timing Repair Buffer | 23 | 195 |
## stage by stage
| stage | cell area [um^2] | util, % |
|---|---|---|
| floorplan | 145 | - |
| global placement | 400 | 11.7 |
| detailed placement | 400 | 11.7 |
| CTS | 427 | 12.5 |
| global route | 449 | 13.2 |
| finish | 449 | 13.2 |
## cells by family after synthesis
kind of cell	synth area share (%)
AND/OR/NAND/NOR	69.0
AND-OR/OR-AND	20.7
buffers and inverters	10.3
## layer usage
layer / part of all wire, % / vias up
met4: 0 / 0
met5: 0 / -
li1: - / 122
met2: 43 / 9
met3: 12 / 0
met1: 45 / 108
## worst max-delay path by stage
stage / cells after the start / endpoint / startpoint / slack [ps]
after CTS: 4 / alu_op[0] / opcode[2] / -50
after global routing: 4 / alu_op[0] / opcode[2] / -80
final: 4 / alu_op[0] / opcode[2] / -40
## repair_timing
action                     in CTS  in global routing
setup endpoints to repair      10                  6
buffers inserted                1                  0
pin swaps                       8                  5
hold buffers                    0                  0
gates resized                  65                  5
## power by group
group	internal, mW	switching, mW	total [mW]
Clock	0	0	0
Sequential	0	0	0
Combinational	0.0419	0.0299	0.0718
Power and IR drop assume default switching activity.
