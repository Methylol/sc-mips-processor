==> design/flow/design.v <==
module alu(input [31:0] a, b,
           input [3:0] op,
           output reg [31:0] result);
always @(*) begin
    case(op)
        4'b0000: result <= a & b;
        4'b0001: result <= a | b;
        4'b0010: result <= a + b;
        4'b0110: result <= a - b;
        4'b0111: result <= a < b? 1:0;
        4'b1100: result <= ~(a|b);
        4'b1101: result <= a << b;
        default:
        result <= 0;
    endcase
end
endmodule
==> design/flow/run.sh <==
#!/bin/bash
# OpenROAD 26Q1-2900-gdf79404cd8, Yosys 0.63+post, stock flow scripts
make -C /OpenROAD-flow-scripts/flow DESIGN_CONFIG=/design/flow/config.mk WORK_HOME=/design/flow/orfs finish
==> design/flow/config.mk <==
export PLATFORM = sky130hd
export DESIGN_NAME = alu
export DESIGN_NICKNAME = alu
export VERILOG_FILES = /design/flow/design.v
export SDC_FILE = /design/flow/constraint.sdc
export NUM_CORES = 4
export LEC_CHECK = 1
export CORE_UTILIZATION = 40
==> design/flow/constraint.sdc <==
current_design alu

set clk_period 17.2
set clk_io_pct 0.2

create_clock -name clk0 -period $clk_period

set non_clock_inputs [all_inputs -no_clocks]
set_input_delay [expr $clk_period * $clk_io_pct] -clock clk0 $non_clock_inputs
set_output_delay [expr $clk_period * $clk_io_pct] -clock clk0 [all_outputs]
==> CHANGELOG.md <==
## Flow update

* I/O Pins at around 100
* Final-layout fill cell count at 1686
* RSZ-0062 raised after global routing: false
* Share of cells above drive strength 1 at 0.0539
* Synth Seq Share at 0
* CORE AREA at about 16000 sq um
* Fmax at 86.1 MHz
* Relative slew slack at 0.494
* M2 GR Usage at 0.465
* Count leader, synth: a21oi_1
* Vias per Instance at 6.14
* Yosys Chip Area at 6650 sq um
* Final hold viol count at 0
* Global route hottest layer: met2
* Tightest Pin Transition at between 0.7 and 0.8 ns
* Synthesis warning total at 1
* Synth unique cells at 79
* Hold crit path type: input port to primary output
* Dpl cells at between 1000 and 1500
* CP required at 13.76 ns
* DRC viols at 0
* Tot GR Track Use at 0.314
* Top cell type by total area after synthesis: ha_1
* Max cap viols at 0
* Seq cells at 0
* Post_cts resized at 0
* Non-Filler Instances at around 1300
* Area share, top type at 0.181
* Clock period minus worst slack at approximately 12 ns
* Setup TNS Final at 0 ns
* Grt ovf at 0
* Crit share post-route at 0.675
* Critical path fanouts, max at 20
* Rows at 46
* Design area at 7670 sq um
* Vias in the first global route at approximately 6900
* Drt first pass iters at 5
* Total chip power at 0.224 mW
* Ys cells at 994
* Total wire length at 26.1 mm
* Port Buffers at 100
* Pin count of the biggest net entering global routing at 49
* DR vias at 7707
* Fin. max-slew vios at 0
* DP Area at approximately 7700 sq um
* WL per Instance at 20.8 um
* Hpwl dp at 20.0 mm
* Die width at 131 um
* Met1 Track Usage GR at 0.464
* Full die area at 17100 sq um
* Starting Density at 0.414
* CP Capture Type: primary output
* Clkbuf count at 0
* Syn Area/Cell at 6.69 sq um
* RePlAce Congestion at approximately 1
* GRT met3 Usage at 0.0493
* Critical path launch point type: input port
* Final core utilization at 0.478
* Final setup violation count at 0
* Cells after synthesis at 994
* Initial antenna violation count at 0
* Worst VDD drop at 0.0156 mV
* CTS Hold Buffers Added at 0
* First-pass GRT wire length at 40.0 mm
* Crit path DAT at 8.17 ns
* Logic area at 5960 sq um
* DR iter-0 viols at 682
* Sequential cell area at 0 sq um
* Outcome: complete, no violations
* Log Warnings at 96
* Setup bufs post-CTS at 0
* Final ANT Viol Nets at 0
* PD cells at slightly below 30 nW/um^2
* Area delta synth->final at 15.4%
* Top cells by area in the synthesized netlist: ha_1 18%, a21oi_1 7.5%, nor2_1 5.5%
* LEAKAGE at 3.26 nW
* DIE HEIGHT at 131 um
* Synthesized area at 6650 sq um
* Crit path kind: input port to primary output
* Most common library cells after synthesis: 100 x a21oi_1, 98 x nor2_1, 96 x ha_1
## per-stage QoR
step | worst slack (ns) | hold WS [ns]
after global routing | 5.45 | 8.06
after detailed placement | 5.83 | 8.01
final | 5.59 | 8.01
after floorplan | 7.65 | 7.01
after CTS | 5.77 | 8.02
after global placement | 5.88 | 8.01
## path summary, 6_finish.rpt
check	start	endpoint	slack [ns]	cells after the start
max	b[4]	result[31]	5.59	12
min	a[0]	result[0]	8.01	4
## final cells by class
| cell class | instances | share of cell area |
|---|---|---|
| Timing Repair Buffer | 113 | 0.142 |
| Multi-Input combinational cell | 832 | 0.777 |
| Inverter | 94 | 0.0460 |
| Tap cell | 216 | 0.0352 |
| Antenna cell | 1 | 0.000326 |
## per-layer routing
metal | part of all wire | vias up
met5 | 0 | -
met4 | 0.034 | 0
met3 | 0.078 | 43
met2 | 0.42 | 332
met1 | 0.47 | 3592
li1 | - | 3740
## layout by cell type, fill, tap and decap left out, types with 4 or more instances in the layout
cell / synthesis / routed
a31oi_1: 7 / 7
a221o_1: 8 / 8
and3_1: 8 / 8
mux2i_1: 34 / 34
o21ai_1: 12 / 12
a211oi_1: 18 / 18
nand4_1: 5 / 5
nor3_1: 38 / 37
inv_1: 91 / 91
clkdlybuf4s50_1: 0 / 98
ha_1: 96 / 96
nor2b_1: 11 / 11
nand2b_1: 9 / 9
a21oi_1: 100 / 100
nor2_1: 98 / 98
or3_1: 8 / 8
o21ai_0: 51 / 51
o221ai_1: 17 / 17
mux2_2: 4 / 4
o31ai_1: 8 / 8
xor2_1: 6 / 6
nor4_1: 13 / 12
o311ai_1: 4 / 4
o211a_1: 5 / 5
nand3_1: 19 / 19
a221oi_1: 26 / 26
a21o_1: 15 / 15
and2_1: 6 / 6
nand2_1: 95 / 95
o211ai_1: 10 / 10
mux4_2: 14 / 14
xnor2_1: 20 / 20
o21bai_1: 6 / 6
buf_4: 7 / 13
a2111oi_0: 5 / 5
## where the power goes
part / internal (mW) / switching [mW]
combinational: 0.0950 / 0.129
clock: -0.00000000000000770 / 0
sequential: 0 / 0
total: 0.0950 / 0.129
## critical path: stages
cell,delay (ns)
clkdlybuf4s50_1,0.96
inv_1,0.40
ha_1,0.50
nand2_1,0.12
o311ai_1,0.62
a311oi_2,0.32
o221a_2,0.31
o21ai_1,0.38
o21ai_0,0.16
nor4_1,0.38
o211ai_1,0.15
clkdlybuf4s50_1,0.42
## kinds of logic (layout without fill, tap and decap cells)
| kind of cell | after synthesis | after routing | synth area share |
|---|---|---|---|
| XOR/XNOR | 26 | 26 | 0.0342 |
| buffers and inverters | 162 | 207 | 0.106 |
| other | 0 | 1 | 0 |
| AND-OR/OR-AND | 329 | 329 | 0.337 |
| multiplexers | 52 | 52 | 0.105 |
| adder cells (fa/ha/maj) | 98 | 98 | 0.187 |
| AND/OR/NAND/NOR | 327 | 327 | 0.230 |
No activity file was given, so power comes from the tool's default toggle rates.
